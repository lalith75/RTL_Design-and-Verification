### flow/config.mk
export PLATFORM = sky130hd
export DESIGN_NAME = alu
export DESIGN_NICKNAME = alu
export VERILOG_FILES = /design/flow/design.v
export SDC_FILE = /design/flow/constraint.sdc
export NUM_CORES = 4
export LEC_CHECK = 1
export CORE_UTILIZATION = 30
### flow/constraint.sdc
current_design alu

set clk_period 22.5
set clk_io_pct 0.2

create_clock -name clk0 -period $clk_period

set non_clock_inputs [all_inputs -no_clocks]
set_input_delay [expr $clk_period * $clk_io_pct] -clock clk0 $non_clock_inputs
set_output_delay [expr $clk_period * $clk_io_pct] -clock clk0 [all_outputs]
### flow/design.v
module alu(
    input [7:0] a_in, b_in,       
    input [3:0] command_in,       
    input oe,                     
    output reg [15:0] d_out       
    );
    always @(*) begin
        if (oe) begin
            case(command_in)
                4'b0000: d_out = a_in + b_in;            
                4'b0001: d_out = a_in - b_in;            
                4'b0010: d_out = a_in * b_in;            
                4'b0011: d_out = a_in / b_in;            
                4'b0100: d_out = a_in << 1;              
                4'b0101: d_out = a_in >> 1;              
                4'b0110: d_out = {a_in[6:0], a_in[7]};   
                4'b0111: d_out = {a_in[0], a_in[7:1]};   
                4'b1000: d_out = a_in & b_in;            
                4'b1001: d_out = a_in | b_in;            
                4'b1010: d_out = a_in ^ b_in;            
                4'b1011: d_out = ~(a_in | b_in);         
                4'b1100: d_out = ~(a_in & b_in);         
                4'b1101: d_out = ~(a_in ^ b_in);         
                4'b1110: d_out = (a_in == b_in) ? 16'd1 : 16'd0;  
                4'b1111: d_out = (a_in != b_in) ? 16'd1 : 16'd0;  
                default: d_out = 16'd0;                  
            endcase
        end else begin
            d_out = 16'bz;   
        end
    end    
endmodule
### flow/run.sh
#!/bin/bash
# OpenROAD 26Q1-2900-gdf79404cd8, Yosys 0.63+post, stock flow scripts
make -C /OpenROAD-flow-scripts/flow DESIGN_CONFIG=/design/flow/config.mk WORK_HOME=/design/flow/orfs finish
==> impl_metrics.ini <==
; yosys + openroad results
[outcome]
outcome = finished with violations
failed_checks = setup timing

[placed_design]
place_hpwl_um = 23500
gp_congestion = 0.922
place_area_sq_um = 12500
port_buffers = 36

[critical_path]
path_buffers = 21
crit_family = AND-OR/OR-AND gates
crit_type = in2out
crit_fanout = 8
crit_path_max_incr_delay_ns = 0.55
cp.arrival_ns = 29.14
crit_path_top_delay_cell = or4_4
path_common_cell = buf_4
required_ns = 18.00
worstSetupStartpointType = primary input
cp-end-kind = output pin

[cts]
ctsHoldBuffers = 0

[routing]
dr_total_vias = 10500
vias_per_cell = 5.14
firstDrtPassIters = 6
wirelength_um = 31300
drc = 0
antenna_cells = 0
routedWlPerCell_um = 15.3
drt.antenna.violating_nets = 0
drtIter0Drc = 531

[yosys]
common_cells = 162 x ha_1, 121 x nor2_1, 101 x inv_1
ys_sh_aoi_pct = 28.5
ys_area_sq_um = 8910
xor_share_pct = 7.96
logic_family = adder cells
adder_share_pct = 31.5
synthTopCellsByArea = ha_1 23%, fa_1 8.5%, nor2_1 5.1%
yosysUniqueCellTypes = 93
synth_warnings = 2
top_area_cell = ha_1
ys_seq_share_pct = 0
ys_sh_mux_pct = 5.14
simple_gate_area_share_pct = 20.4
synth_area_sq_um = 8910
netlist.area_leader.share_pct = 22.7
synthCells = 1208
ys_cells = 1208
syn_area_per_cell_sq_um = 7.38
top_cell = ha_1

[flow_run]
openroad.warnings = 55
drv_cap = 0

[finish]
drive_gt1_share_pct = 39.2
area_growth_pct = 58.2
nClkBuffers = 0
n_fill_cell = 2576
design_area_sq_um = 14100
ff_latch_area_sq_um = 0
seq_cells = 0
fin_util_pct = 48.7

[power_and_ir_drop]
power_density_nw_per_um2 = 160
total_power_mw = 2.26
power_leakage_nw = 6.94
vdd_drop_max_mv = 0.203

[floorplan]
top_level_ports = 37
dieArea_sq_um = 30400
fp-utilization_pct = 30.8
core-area_sq_um = 28900
core.rowCount = 62
die_h_um = 174
die_x_um = 174

[sta]
setup_ws_ns = -11.14
period_used_pct = 150
tightest_slew_ns = 0.586
final-max-slew-violation-count = 0
hold_viol = 0
max_slew_margin_pct = 60.5
rsz0062_at_grt = true
min_period_ns = 33.64
setup_violations = 6
fmax_ghz = 0.0297

[min_path]
hold_class = in2out
holdPathStages = 7
hold_start = a_in[0]
hold_end = d_out[0]

[grt]
grt_pass1_wl_um = 50600
antenna_found_initial = 0
grt_max_degree = 40
grt_pass1_vias = 9883
grtUsageTotal_pct = 20.5
grt.overflow.total = 0
-- cell type report --
| cell class | count | area [sq um] | share of cell area (%) |
|---|---|---|---|
| inverters | 102 | 388 | 2.75 |
| multi-input cells | 1070 | 9360 | 66.4 |
| well taps | 384 | 480 | 3.41 |
| repair buffers | 493 | 3870 | 27.5 |
-- per-layer routing --
| layer | wire length (um) | track usage (%) | vias up |
|---|---|---|---|
| met2 | 13700 | 32.7 | 250 |
| met5 | 0 | 0 | - |
| met3 | 1630 | 1.49 | 31 |
| met4 | 452 | 2.41 | 0 |
| li1 | - | - | 5328 |
| met1 | 15500 | 31.0 | 4916 |
-- per-stage QoR --
stage	hold slack, ns	worst slack (ns)	cells	setup TNS, ns
finish	9.93	-11.14	2049	-40.08
global route	10.03	-12.37	2049	-45.83
CTS	9.94	-11.33	2018	-41.41
detailed placement	10.43	-12.55	1922	-45.70
global placement	10.45	-12.15	1922	-43.80
floorplan	9.27	-12.05	1215	-41.02
-- worst max-delay path by stage --
stage | end | depth (start not counted) | from | slack (ns)
final | d_out[0] | 130 | b_in[6] | -11.14
after global routing | d_out[0] | 134 | b_in[6] | -12.37
after CTS | d_out[0] | 131 | b_in[7] | -11.33
-- power breakdown --
part	internal (mW)	leakage [nW]	switching, mW
logic	1.27	6.94	0.992
registers	0	0	0
clock network	0	0	0
-- logic make-up (layout without fill, tap and decap cells) --
group,after synthesis,in the layout
XOR/XNOR,78,78
adder cells (fa/ha/maj),202,202
AND-OR/OR-AND,363,363
multiplexers,42,42
buffers and inverters,145,595
other,1,8
AND/OR/NAND/NOR,377,377
-- repair_timing --
| action | in CTS | in global routing |
|---|---|---|
| setup endpoints to repair | 7 | 7 |
| setup buffers | 96 | 33 |
| pin swaps | 89 | 89 |
| resized | 112 | 65 |
| cloned | 1 | 0 |
-- worst min-delay path: stages --
cell and delay [ns]:
dlygate4sd2_1 0.23, buf_4 0.20, nor3_1 0.08, nor2_1 0.09, a32o_1 0.13, a31oi_1 0.08
buf_2 0.11
-- placed cells by master (no fill, tap or decap), types with 10 or more instances in the layout --
cell type        instances
buf_6                   29
clkdlybuf4s50_1         16
or3_1                   13
o22ai_1                 10
nand2_1                 90
a21o_1                  22
o31ai_1                 10
o21a_1                  42
ha_4                    21
a21oi_1                 59
o21bai_1                10
a21oi_2                 14
fa_1                    38
a21oi_4                 10
ha_1                   139
a31oi_1                 10
buf_4                  427
mux2_4                  12
nor2_1                 103
inv_1                  100
mux2_2                  15
xnor2_1                 47
mux2i_1                 13
o21ai_0                 55
nor3_1                  47
nand2b_1                10
xor2_1                  28
nand3_1                 17
nor2_4                  11
No activity file was given, so power comes from the tool's default toggle rates.
