--- design.v ---
module  fifo16x8(
    output full,
    output empty,
    output reg [7:0] data,
    input [7:0] wr_data,
    input we,re,
    input reset,
    input clock
);
    reg [4:0] count;
    reg [3:0] wr_pntr;
    reg [3:0] rd_pntr;
    reg [7:0] mem[15:0];
    integer i;
    assign full = (count >= 5'b01111) ? 1'b1 : 1'b0;
    assign empty = (count == 5'b0) ? 1'b1 : 1'b0;
    always @(posedge clock)
    begin
        if (reset)
            count <= 5'b0;
        else if (we && !full)
            count <= count + 1;
        else if (re && !empty)
            count <= count - 1;
    end
    always @(posedge clock)
    begin
        if (reset)
        begin
            wr_pntr <= 4'b0;
            for (i = 0; i < 16; i = i + 1)
                mem[i] <= 8'b0;
        end
        else if (we && !full)
        begin
            mem[wr_pntr] <= wr_data;
            wr_pntr <= wr_pntr + 1;
        end
    end
    always @(posedge clock)
    begin
        if (reset)
        begin
            rd_pntr <= 4'b0;
            data <= 8'd00;
        end
        else if (re && !empty)
        begin
            data <= mem[rd_pntr];
            rd_pntr <= rd_pntr + 1;
        end
    end
endmodule
--- run.sh ---
#!/bin/bash
# OpenROAD 26Q1-2900-gdf79404cd8, Yosys 0.63+post, stock flow scripts
make -C /OpenROAD-flow-scripts/flow DESIGN_CONFIG=/design/flow/config.mk WORK_HOME=/design/flow/orfs finish
--- config.mk ---
export PLATFORM = sky130hd
export DESIGN_NAME = fifo16x8
export DESIGN_NICKNAME = fifo16x8
export VERILOG_FILES = /design/flow/design.v
export SDC_FILE = /design/flow/constraint.sdc
export NUM_CORES = 4
export LEC_CHECK = 1
export CORE_UTILIZATION = 40
--- constraint.sdc ---
current_design fifo16x8

set clk_period 5.4
set clk_io_pct 0.2

create_clock -name clk0 -period $clk_period [get_ports {clock}]

set non_clock_inputs [all_inputs -no_clocks]
set_input_delay [expr $clk_period * $clk_io_pct] -clock clk0 $non_clock_inputs
set_output_delay [expr $clk_period * $clk_io_pct] -clock clk0 [all_outputs]
==> results_dict.tcl <==
# collected from the flow reports
set metrics [dict create \
    cts.repair_timing.setup_buffer_count 0 \
    cts_made_buffers 17 \
    data_arrival_time_of_the_critical_path_ns 3.20 \
    postSynthSeqShare_pct 60.8 \
    yosysUniqueCellTypes 46 \
    post_synth_fa_ha_maj_area_fraction_pct 1.71 \
    depth_of_the_worst_register_to_register_path 8 \
    routed_wire_length_per_instance_um 20.6 \
    critPathTopFamily "simple AND/OR/NAND/NOR gates" \
    nFillCells 1479 \
    worst_hold_startpoint "count[3]" \
    yosys-top-cells-area "edfxtp_1, and2_1, dfxtp_1, mux4_2, mux2i_1" \
    synthesis.yosys.warnings 1 \
    finalCritPeriodShare_pct 57.3 \
    syn2layout_area_growth_pct 14.1 \
    holdPathStages 2 \
    p_per_area_nw_per_um2 411 \
    avgSynthCellArea_um2 13.6 \
    ys_top_cells_by_count "and2_1, edfxtp_1, mux2i_1" \
    grt_usage_pct 20.2 \
    rsz0062_at_grt "false" \
    coreArea_um2 17200 \
    horizontal_die_dimension_um 134 \
    critical_path.startpoint_type "input port" \
    critical_path_class "in -> reg" \
    netlist_area_um2 7010 \
    yosys.area.top_type_share_pct 54.8 \
    place_inst 736 \
    number_of_antenna_violations_at_the_first_check_in_global_routing 0 \
    grt_pass1_vias 4095 \
    worst_path_largest_cell_delay_ns 0.88 \
    post_cts.resized_instances 0 \
    clock_pin_slew_reported_for_the_worst_setup_and_hold_paths_after_clock_tree_synthesis_ns 0.06 \
    number_of_top_level_pins 22 \
    hold_path_end "count[3]" \
    report.final.hold_viol_count 0 \
    number_of_logged_tool_warnings 28 \
    first_iteration_detailed_routing_drc_count 260 \
    r2r_slack_ns 2.83 \
    cts_max_level 4 \
    setup_violations 0 \
    clock-root-buffer "clkbuf_16" \
    gp_congestion 0.891 \
    yosys-stat-area_um2 7010 \
    dp_hpwl_mm 11.0 \
    peak_clock_frequency_supported_by_timing_mhz 323 \
    cp_data_required_time_ns 5.51 \
    hp-class "reg -> reg" \
    power_leakage_nw 2.78 \
    ys_ff 149 \
    clock.latency.late_pin_ns 0.42 \
    synth.mux.area_fraction_pct 9.71 \
    worst_r2r_startpoint "count[4]" \
    synth-xor-area-share_pct 0.874 \
    power.total_mw 3.29 \
    drtPass1Iterations 4 \
    placement.io_buffers 21 \
    cts_max_path_buffers 2 \
    end_kind "flop" \
    synth-simple-area-share_pct 19.1 \
    total_wire_length_after_detailed_routing_mm 15.8 \
    critical_path_buf_inv_count 1 \
    cts.hold.buffers_added 0 \
    grt_max_degree 34 \
    die_area_um2 18100 \
    finalWorstPathRequiredPeriod_ns 3.09 \
    enable_flop_cells 128 \
    floorplan.die.height_um 134 \
    synth_top_flop_cell "edfxtp_1" \
    final_layout_size_suffix_gt1_share_pct 15.5 \
    ys_cells 515 \
    crit-reg2reg-capture "count[4]" \
    antennaDiodeCount 0 \
    cp_cell_sequence "clkdlybuf4s50_1 -> nand2b_1 -> nor2_1 -> or2_2" \
    vias 3986 \
    worst_path_slowest_cell "clkdlybuf4s50_1" \
    remaining_drc_errors 0 \
    outcome "finished, final reports clean" \
    maxCapViolCount 0 \
    synth_async_sr_flop_share_pct 0 \
    synth.cellmix.compoundShare_pct 5.46 \
    initial_utilization_pct 40.7 \
    tritoncts "done" \
    grt_remaining_overflow 0 \
    stdcell_count 768 \
    worst_ir_drop_vdd_mv 0.213 \
    synth_cells 515 \
    tightest_slew_ns 0.913 \
    rows 48 \
    drv_slew 0 \
    totalNegativeSetupSlack_ns 0 \
    critical_path.max_fanout 22 \
    setup_ws_ns 2.31 \
    detail_route.vias_per_cell 5.19 \
    synth_top_cell_by_area "edfxtp_1" \
    grt_pass1_wl_mm 24.4 \
    dominant_combinational_family "simple AND/OR/NAND/NOR gates" \
    preCtsSetupSlack_ns 1.86 \
    cts.sinks 149 \
    antenna_left 0 \
    timing.clock.skew_ns 0.00599 \
    fin_util_pct 46.4 \
    slew_headroom_pct 38.9 \
]
==> worst max-delay path by stage <==
| stage | startpoint | end | slack (ns) | cells after the start |
|---|---|---|---|---|
| global route | reset | mem[6][4] | 2.10 | 4 |
| CTS | reset | mem[7][0] | 2.30 | 4 |
| finish | reset | mem[6][0] | 2.31 | 4 |
==> cells in the final DEF, fill, tap and decap left out, types with 5 or more instances in the layout <==
| master | Yosys | final |
|---|---|---|
| clkdlybuf4s50_1 | 0 | 21 |
| nor3_1 | 7 | 7 |
| mux2i_1 | 32 | 32 |
| a22oi_1 | 8 | 8 |
| mux4_2 | 16 | 16 |
| or2_2 | 16 | 16 |
| ha_1 | 8 | 8 |
| a211oi_2 | 5 | 5 |
| nand3_1 | 7 | 7 |
| nand2_1 | 5 | 5 |
| dfxtp_1 | 21 | 20 |
| xor2_1 | 5 | 5 |
| clkbuf_16 | 0 | 17 |
| and2_1 | 128 | 128 |
| o22ai_1 | 17 | 17 |
| nor2_1 | 28 | 28 |
| nor3_2 | 5 | 5 |
| edfxtp_1 | 128 | 128 |
| a21oi_1 | 9 | 9 |
==> cells by family after synthesis <==
group | Yosys count
AND-OR/OR-AND | 52
multiplexers | 48
adder cells (fa/ha/maj) | 9
flip-flops | 149
XOR/XNOR | 7
AND/OR/NAND/NOR | 218
buffers and inverters | 32
==> worst min-delay path, cell delays in order (launching register included) <==
cell	delay, ns
dfxtp_1	0.35
nand3_1	0.08
a21oi_1	0.05
==> layer usage <==
layer	part of all wire [%]	track usage, %	up-vias
met1	42	29.6	1895
met5	0	0	-
li1	-	-	1921
met4	1.7	2.87	0
met2	48	30.9	148
met3	8.6	8.26	22
==> flip-flops by register name (all words and copies together), names as in the netlist <==
signal,count
rd_pntr,4
mem,128
count,5
wr_pntr,4
data,8
==> metrics by stage <==
step,area [µm²],hold WS (ns)
2_1_floorplan,7010,0.464
3_3_place_gp,7390,0.500
3_5_place_dp,7390,0.514
4_1_cts,8000,0.523
5_1_grt,8000,0.541
6_report,8000,0.525
==> where the power goes <==
group | leakage (nW) | switching (mW) | total [mW] | internal [mW]
sequential | 1.50 | 0.0824 | 1.43 | 1.35
combinational | 1.00 | 0.353 | 0.646 | 0.293
clock | 0.287 | 0.445 | 1.21 | 0.768
==> area by class of cell <==
class / instances / area, µm² / share of cell area (%)
multi-input cells: 334 / 2590 / 32.3
well taps: 225 / 282 / 3.52
clock inverters: 14 / 185 / 2.31
inverters: 4 / 20.0 / 0.250
flip-flops and latches: 149 / 4270 / 53.3
repair buffers: 24 / 233 / 2.91
clock buffers: 18 / 429 / 5.36
Power is estimated from default activity; no workload was simulated.
